$ cat /design/flow/design.v
module mux4 (input wire [31:0] d0, d1, d2, d3, input wire [1:0] s, 
			output reg [31:0] y);
always @ (*) begin
	case(s)
			2'b00: y <= d0;
			2'b01: y <= d1;
			2'b10: y <= d2;
			2'b11: y <= d3;
			default: y <= d0;
	endcase
end
endmodule
$ cat /design/flow/run.sh
#!/bin/bash
# OpenROAD 26Q1-2900-gdf79404cd8, Yosys 0.63+post, stock flow scripts
make -C /OpenROAD-flow-scripts/flow DESIGN_CONFIG=/design/flow/config.mk WORK_HOME=/design/flow/orfs finish
$ cat /design/flow/config.mk
export PLATFORM = sky130hd
export DESIGN_NAME = mux4
export DESIGN_NICKNAME = mux4
export VERILOG_FILES = /design/flow/design.v
export SDC_FILE = /design/flow/constraint.sdc
export NUM_CORES = 4
export LEC_CHECK = 1
export CORE_AREA = 10 10 95 95
export DIE_AREA = 0 0 105 105
$ cat /design/flow/constraint.sdc
current_design mux4

set clk_period 1.0
set clk_io_pct 0.2

create_clock -name clk0 -period $clk_period

set non_clock_inputs [all_inputs -no_clocks]
set_input_delay [expr $clk_period * $clk_io_pct] -clock clk0 $non_clock_inputs
set_output_delay [expr $clk_period * $clk_io_pct] -clock clk0 [all_outputs]
==> impl_metrics.tcl <==
# collected from the flow reports
set metrics [dict create \
    ant_nets 0 \
    clkPwrFrac_pct 0 \
    grt_first_pass_wirelength_um 9520 \
    grt_max_degree 14 \
    drtIter0Drc 18 \
    status "finished with violations" \
    cp_max_fo 8 \
    hold_path_class "input pin to output port" \
    rows 30 \
    tightest_slew_ns 0.168 \
    seq_power_share_pct 0 \
    clock_buffers 0 \
    clock.fmax_ghz 0.731 \
    finalSetupViolCount 32 \
    avgSynthCellArea_sq_um 20.9 \
    fp.coreArea_sq_mm 0.00691 \
    crit_family "multiplexers" \
    dr.pass1.iters 4 \
    syn_area_sq_um 815 \
    die_h_um 105 \
    max-vdd-ir-drop_mv 0.147 \
    routed_wl_um 6440 \
    layout_top_cells "126 x dlygate4sd2_1, 32 x mux4_2, 32 x buf_2" \
    cp_num_buf_inv 4 \
    areaGrowthSynthToFinish_pct 194 \
    p_int_w 0.000637 \
    worstPathCellList "buf_12, buf_12, buf_12, mux4_2, buf_2" \
    grt_antenna_before_repair 5 \
    ys_chip_area_sq_um 815 \
    ioPinCount 162 \
    syn_inst 39 \
    post_drt_wl_per_cell_um 21.0 \
    worstPathRequired_ns 0.80 \
    crit_path_start_kind "input pin" \
    power.leakage_nw 1.13 \
    holdBufCountCts 0 \
    cp_slowest_cell "mux4_2" \
    yosysWarnings 1 \
    drive_above_1_share_pct 38.2 \
    worstSetupPathType "input pin to output port" \
    pwr-share-comb_pct 100.0 \
    arrival_ns 1.17 \
    switching_power_w 0.000232 \
    slowest_delay_ns 0.50 \
    period_needed_ns 1.37 \
    die_w_um 105 \
    cpMostUsedCell "buf_12" \
    grt_usage_pct 11.3 \
    rsz0062_at_grt "yes" \
    relSlewSlack_pct 88.8 \
    final_common_cell "dlygate4sd2_1" \
    initial_core_util_pct 11.8 \
    violations "negative setup slack" \
    synth_cell_types 5 \
    io_buffers 162 \
    fin_cells 307 \
    warnings 35 \
    drc 0 \
    fp.dieArea_sq_mm 0.0110 \
    placedCellCount 295 \
    grt_pass1_vias 1545 \
    postSynthSeqShare_pct 0 \
    place_area_sq_mm 0.00253 \
    vias 1246 \
    end_kind "output port" \
    finalInstanceArea_sq_mm 0.00240 \
    finalHoldViolations 0 \
    gp_congestion 0.820 \
    fill_cells 764 \
    min_period_over_period_pct 137 \
    cap_violations 0 \
    ff_latch_area_sq_um 0 \
    grt_remaining_overflow 0 \
    setup_ws_ns -0.367 \
    flops 0 \
    viasPerCell 4.06 \
    finalMaxSlewViolations 0 \
    power.density_mw_per_mm2 363 \
    p_sw_share_pct 26.7 \
    yosys_cells 39 \
]
power by group through the flow:
stage / Sequential (W) / Combinational [W] / Clock (W)
4_1_cts: 0 / 0.000887 / 0
5_1_grt: 0 / 0.000946 / 0.000000000134
6_report: 0 / 0.000869 / 0.000000000535
area by class of cell:
| class | instances | area, sq um | area share, % |
|---|---|---|---|
| diodes | 4 | 10.0 | 0.418 |
| multi-input cells | 32 | 721 | 30.1 |
| well taps | 96 | 120 | 5.01 |
| repair buffers | 175 | 1550 | 64.5 |
metrics by stage:
| step | utilization (%) | total power, W | hold WS [ns] | TNS (ns) | setup WS (ns) |
|---|---|---|---|---|---|
| after global placement | 36.6 | 0.00109 | 1.34 | -28.33 | -0.960 |
| after global routing | 34.6 | 0.000946 | 0.896 | -11.15 | -0.403 |
| after floorplan | - | 0.000287 | 0.486 | -2.75 | -0.0916 |
| after CTS | 34.5 | 0.000887 | 0.885 | -10.32 | -0.380 |
| after detailed placement | 36.6 | 0.00109 | 1.33 | -28.30 | -0.960 |
| final | 34.7 | 0.000869 | 0.870 | -10.05 | -0.367 |
synthesized netlist by cell type:
master	n	area, sq um
mux4_2	30	676
buf_2	3	15.0
buf_6	1	11.3
mux4_1	2	52.6
buf_12	3	60.1
worst paths after layout:
check	slack [ns]	end	from	cells after the start
setup / recovery	-0.37	y[25]	s[0]	5
hold / removal	0.87	y[9]	d3[9]	3
what timing repair did:
| action | in CTS | in global routing |
|---|---|---|
| setup endpoints to repair | 32 | 32 |
| gates cloned | 3 | 0 |
| buffers inserted | 5 | 0 |
| resized | 250 | 1 |
per-layer routing:
layer | GRT usage [%] | vias to the layer above | routed length, um
met1 | 13.6 | 566 | 2560
li1 | - | 551 | -
met4 | 0 | 2 | 1
met2 | 17.8 | 125 | 2810
met5 | 0 | - | 13
met3 | 7.52 | 2 | 1060
kinds of logic (layout without fill, tap and decap cells):
logic type             after synthesis  after routing  share of synthesized area (%)
buffers and inverters                7            175                           10.6
muxes                               32             32                           89.4
other                                0              4                              0
Power figures rest on the tool's default switching activity, not on a simulated workload.
